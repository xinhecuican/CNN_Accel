### config.mk
export PLATFORM = sky130hd
export DESIGN_NAME = CNNPool
export DESIGN_NICKNAME = CNNPool
export VERILOG_FILES = /design/flow/design.v
export SDC_FILE = /design/flow/constraint.sdc
export NUM_CORES = 4
export LEC_CHECK = 1
export CORE_UTILIZATION = 30
### constraint.sdc
current_design CNNPool

set clk_period 56.0
set clk_io_pct 0.2

create_clock -name clk0 -period $clk_period [get_ports {clk}]

set non_clock_inputs [all_inputs -no_clocks]
set_input_delay [expr $clk_period * $clk_io_pct] -clock clk0 $non_clock_inputs
set_output_delay [expr $clk_period * $clk_io_pct] -clock clk0 [all_outputs]
### design.v
module CNNPool(
    input clk,
    input rst,
    input stall,
    input                           conf_refresh,
    input [3-1: 0]     kernel_height,
    input [3-1: 0]      kernel_width,
    input [$clog2(3)-1: 0]   pool_mode,
    input                           window_valid,
    input [(3 * 3)*32-1: 0]    window,
    output                          window_stall,
    output [31: 0]                  pool_data,
    output                          pool_valid,
    output                          pool_empty
);
    wire [3-1: 0]          pool_mode_vec;
    reg [(3 * 3): 0]           pool_valid_r;
    reg [(3 * 3)*32-1: 0]      res_r;
    parameter PVW = $clog2((3 * 3)+1);
    reg [PVW-1: 0] pool_valid_idx;
    wire [PVW-1: 0] pool_valid_idx_n;
    wire [31: 0] pool_res;
    assign pool_valid_idx_n = {PVW{kernel_height[1] & kernel_width[1]}} & 'd5 |
                              {PVW{kernel_height[2] & kernel_width[2]}} & 'd9;
    always @(posedge clk)begin
        if(rst)begin
            pool_valid_idx <= 0;
        end
        else if(conf_refresh)begin
            pool_valid_idx <= pool_valid_idx_n;
        end
    end
    always @(posedge clk)begin
        if(rst)begin
            pool_valid_r <= 0;
        end
        else if(!stall_all)begin
            pool_valid_r <= {pool_valid_r[(3 * 3)-1: 0], window_valid};
        end
    end
    Decoder #(3) decoder_pool_mode(pool_mode, pool_mode_vec);
    wire stall_all = pool_valid & stall;
    assign window_stall = stall_all;
    assign pool_valid = pool_valid_r[pool_valid_idx];
    assign pool_empty = ~(|pool_valid_r);
    wire [PVW-1: 0] pool_data_idx = pool_valid_idx - 1;
    assign pool_res = res_r[pool_data_idx*32 +: 32];
    wire [31: 0] pool_res_avg = ~pool_res[31] ? pool_res >> 2 : 0;
    assign pool_data  = pool_mode_vec[2] & kernel_height[1] & kernel_width[1] & ~pool_res[31]? pool_res_avg : pool_res;
    genvar i, j;
generate
    for(i=0; i<(3 * 3); i=i+1)begin: gen_pool
        reg [(i+1)*32-1: 0] buffer_i;
        always @(posedge clk)begin
            if(~stall_all)begin
                if(window_valid)begin
                    buffer_i[i*32 +: 32] <= window[i*32 +: 32];
                end
                else begin
                    buffer_i[i*32 +: 32] <= 0;
                end
            end
        end
        for(j=i-1; j>=0; j=j-1)begin
            always @(posedge clk)begin
                if(~stall_all) buffer_i[j*32 +: 32] <= buffer_i[(j+1) * 32 +: 32];
            end
        end
        wire [31: 0] res;
        if(i != 0)begin
            PoolPE pe(
                .pool_mode(pool_mode_vec),
                .pool_data(res_r[(i-1)*32 +: 32]),
                .data(buffer_i[31: 0]),
                .data_o(res)
            );
        end
        else begin
            assign res = buffer_i[31: 0];
        end
        always @(posedge clk)begin
            if(!stall_all) res_r[i*32 +: 32] <= res;
        end
    end
endgenerate
endmodule
module PoolPE (
    input [3-1: 0] pool_mode,
    input [31: 0] pool_data,
    input [31: 0] data,
    output [31: 0] data_o
);
    wire mode_le    = pool_mode[0];
    wire mode_ge    = pool_mode[1];
    wire mode_mean  = pool_mode[2];
    wire cin;
    wire [31: 0] adder;
    assign adder = mode_mean ? pool_data : ~pool_data;
    assign cin = ~mode_mean;
    wire [32: 0] add_res;
    assign add_res = data + adder + cin;
    assign data_o = mode_mean ? add_res[31: 0] :
                    mode_le & add_res[32] | mode_ge & ~add_res[32] ? data : pool_data;
endmodule
module Encoder #(
    parameter RADIX=16,
    parameter WIDTH=$clog2(RADIX)
)(
    input [RADIX-1: 0] in,
    output [WIDTH-1: 0] out
);
genvar i, j;
generate
    for(i=0; i<WIDTH; i=i+1)begin
        localparam STEP = 2 << i;
        localparam STEP_NUM = 1 << i;
        localparam FULL_STEP_NUM = RADIX / STEP;
        localparam REMAIN = RADIX % STEP;
        localparam REMAIN_NUM = REMAIN < STEP_NUM ? 0 : STEP_NUM - REMAIN;
        localparam ALL_NUM = FULL_STEP_NUM * STEP_NUM + REMAIN_NUM;
        wire [ALL_NUM-1: 0] out_t;
        for(j=0; j<FULL_STEP_NUM; j=j+1)begin
            assign out_t[j*STEP_NUM +: STEP_NUM] = in[j*STEP+STEP_NUM +: STEP_NUM];
        end
        for(j=0; j<REMAIN_NUM; j=j+1)begin
            assign out_t[ALL_NUM-1-j] = in[RADIX-1-j];
        end
        assign out[i] = |out_t;
    end
endgenerate
endmodule
module Decoder #(
    parameter RADIX=16,
    parameter WIDTH=$clog2(RADIX)
)(
    input [WIDTH-1: 0] in,
    output [RADIX-1: 0] out
);
genvar i;
generate
    for(i=0; i<RADIX; i=i+1)begin
        assign out[i] = in == i;
    end
endgenerate
endmodule
module RDataGen(
    input [1: 0] size,
    input [1: 0] offset,
    input [31: 0] data,
    output [31: 0] data_o
);
    wire [7: 0] byte_data;
    wire [15: 0] half;
    wire [31: 0] word;
    assign byte_data = data[offset*8 +: 8];
    assign half = {16{offset[1]}} & data[31: 16] |
                  {16{~offset[1]}} & data[15: 0];
    assign word = data;
    assign data_o = {32{size[1]}} & word |
                    {32{size[0]}} & {{16{half[15]}}, half} |
                    {32{~|size}} & {{24{byte_data[7]}}, byte_data};
endmodule
module SplitReg #(
    parameter DATA_SIZE=1
)(
    input                     clk,
    input                     rst,
    input                     req,
    input [DATA_SIZE-1: 0]     d_i,
    output                     valid,
    input                     ready,
    output [DATA_SIZE-1: 0] d_o
);
    reg [DATA_SIZE-1: 0] d;
    reg [DATA_SIZE-1: 0] nxt_d;
    reg d_valid;
    reg nxt_d_valid;
    wire nxt_en;
    wire nxt_data_en;
    wire en;
    wire data_en;
    assign en           = req & ~d_valid | ready & ~req & ~nxt_d_valid;
    assign data_en      = req & (~d_valid | ~nxt_d_valid & ready);
    assign nxt_data_en  = req & (~ready & d_valid | nxt_d_valid);
    assign nxt_en       = req & ~ready & d_valid | ready & ~req & nxt_d_valid;
    always @(posedge clk)begin
        if(rst)begin
            nxt_d_valid <= 0;
            d_valid     <= 0;
        end
        else begin
            if(en) d_valid          <= req;
            if(nxt_en) nxt_d_valid  <= req;
        end
        if(nxt_data_en) nxt_d       <= d_i;
        if(data_en)     d           <= d_i;
    end
    assign valid = d_valid | nxt_d_valid;
    assign d_o = nxt_d_valid ? nxt_d : d;
endmodule
### run.sh
#!/bin/bash
# OpenROAD 26Q1-2900-gdf79404cd8, Yosys 0.63+post, stock flow scripts
make -C /OpenROAD-flow-scripts/flow DESIGN_CONFIG=/design/flow/config.mk WORK_HOME=/design/flow/orfs finish
==> job_summary.md <==
### Metrics collected by this job

| Metric | Value |
|---|---|
| Largest net degree at the start of global routing | `approximately 160` |
| Chip area from the yosys synthesis statistics | `81000 um2` |
| Family with the most delay on the worst path | `buffers and inverters` |
| CP Cell Sequence | `buf_4 -> inv_2 -> nor2_4 -> nand3_1 -> nor2_4 -> buf_4 -> a221oi_1 -> a21oi_1 -> buf_4 -> clkdlybuf4s50_1` |
| Final-report setup violation count | `0` |
| Pins over their slew limit | `0` |
| Total standard cell area after synthesis | `~81000 um2` |
| Met3 WL post-DR | `~23000 um` |
| Antenna violations before repair | `9` |
| Crit path arrival time | `between 10 and 15 ns` |
| Highest metal used | `met5` |
| Max-cap violation count | `0` |
| Overall die area | `272000 um2` |
| DR iter-0 viols | `~4.2k` |
| Top Layout Cells | `edfxtp_1, nand2_1, a21oi_1` |
| Final standard cell utilization of the core | `0.353` |
| Stage delay of the slowest cell on the critical path | `0.53 ns` |
| Number of flip-flops and latches in the synthesized netlist | `approximately 1.7k` |
| Mean instance size in the synthesized netlist | `13.4 um2` |
| Via count | `50.1k` |
| Clock transition at the registers of the reported paths | `roughly 0.060 ns` |
| Vias per Instance | `just under 5` |
| CTS hold repair buffers | `0` |
| Top-level port count | `336` |
| Tightest Hold Check Type | `flip-flop to flip-flop` |
| Antenna Nets Post-Route | `0` |
| Number of levels the H-tree was split into | `4` |
| Number of core rows | `190` |
| Routed Wire Length | `222000 um` |
| Global-route wire length before repair | `320000 um` |
| CTS root buffer | `clkbuf_16` |
| Wl on met1 | `96100 um` |
| Overflow left after global routing | `0` |
| Status | `finished clean` |
| Worst-path fanout max | `33` |
| Final Hold Viols | `0` |
| Placed inst area | `88500 um2` |
| Crit start category | `input pin` |
| Final non-filler cell area | `94800 um2` |
| VDD IR-drop max | `0.0381 mV` |
| Number of buffers and inverters on the critical path | `5` |
| Most common library cell in the layout ignoring fill and taps | `edfxtp_1` |
| Insertion delay of the later-clocked pin in the worst-skew pair | `0.85 ns` |
| Post-synth seq share | `0.644` |
| Routed wirelength normalized by instance count | `22.1 um` |
| Shortest clock period the worst path allows after layout | `approximately 25 ns` |
| Overall die height | `522 um` |
| Filler cell count | `25.3k` |
| Post CTS Setup Buffer Count | `0` |
| Met2 WL post-DR | `94100 um` |
| Area of the multi-input gates | `27400 um2` |
| Number of warnings the tools reported | `40` |
| Number of detailed-routing iterations run before antenna repair | `6` |
| Total number of clock tree sinks | `1741` |
| Global routing usage summed across all routing layers | `0.170` |
| Share of post-route cells with drive strength above 1 | `0.0785` |
| Async set-or-reset flop fraction in the synthesized netlist | `0` |
| Commonest register cell after synthesis | `edfxtp_1` |
| Core area | `268000 um2` |
| Number of input and output port buffers inserted | `around 330` |
| Warnings, synthesis | `1` |
| Synth Instances | `between 6k and 7k` |
| Share of the core filled by cells before placement | `0.302` |
| Power density relative to cell area | `53.4 nW/um2` |
| Deepest clock path buffer count | `3` |
| Placer congestion estimate | `0.946` |
| TritonCTS clock tree | `done` |
| Relative slew slack | `0.348` |
| Number of buffers created by CTS | `~190` |
| Static Leak | `35.5 nW` |
| Slowest stage cell on the critical path | `buf_4` |
| Distinct cell type count after synthesis | `84` |
| Setup Crit Path Kind | `input pin to output port` |
| Overall die width | `522 um` |
| Kind of end point of the critical path | `output port` |
| Required time at the worst-slack endpoint | `~45 ns` |
| Post-layout period usage of the worst path | `0.450` |
| DP Wirelength | `158000 um` |
| Area growth from synthesis to layout | `17.0%` |
| Number of remaining DRC errors | `0` |
| Total chip power | `5.06 mW` |
| Setup repair after global routing missed its margin | `false` |
| Number of global-route vias before repair | `around 48k` |
| Number of flops mapped to enable cells by yosys | `between 1.5k and 2k` |
| TNS Setup | `0 ns` |
| Post-cts resize count | `0` |
| Transition time at the pin with the least slew margin | `0.976 ns` |
| Number of cells in Yosys stat | `6058` |
| Cell type with the highest occurrence count on the critical path | `buf_4` |
| Combined flip-flop and latch cell area | `52200 um2` |
| Achievable clock frequency | `39.7 MHz` |
| Setup skew after layout | `0.0651 ns` |
==> cell usage after synthesis, drive strengths merged (67+ instances only) <==
cell type | count | area [um2]
edfxtp | 1728 | 51900
nand2 | 453 | 1700
a21oi | 400 | 2000
xnor2 | 377 | 3300
and2 | 304 | 1900
o21ai | 275 | 1380
clkbuf | 263 | 987
ha | 249 | 3120
mux2i | 235 | 2350
nor2 | 211 | 800
o22ai | 165 | 1030
a21o | 145 | 1090
nand3 | 130 | 656
xor2 | 100 | 876
inv | 70 | 263
nor3 | 67 | 335
==> worst register-to-register path: cells and delay by family (launching register included) <==
kind / cells / cell delay, ns
buf+inv: 7 / 4.70
simple gates: 2 / 0.66
flops: 1 / 0.41
mux: 1 / 0.40
compound gates: 1 / 0.14
==> stage by stage <==
step | setup WS (ns) | cells | hold WS (ns)
2_1_floorplan | 21.76 | 6058 | 0.400
3_3_place_gp | 30.76 | 9714 | 0.403
3_5_place_dp | 30.77 | 9714 | 0.405
4_1_cts | 30.77 | 10100 | 0.341
5_1_grt | 30.65 | 10100 | 0.364
6_report | 30.80 | 10100 | 0.353
==> state kept, by name (all words and copies together), names as in the netlist <==
register	count
pool_valid_r	10
res_r	288
pool_valid_idx	3
gen_pool.buffer_i	1440
==> worst paths after layout <==
path                                           start                             endpoint  slack (ns)  depth (start not counted)
max                                     pool_mode[1]                         pool_data[1]       30.80                         10
min          gen_pool[7].buffer_i[225]$_SDFFCE_PN0N_  gen_pool[7].buffer_i[193]$_DFFE_PN_        0.35                          0
max reg2reg           pool_valid_idx[0]$_SDFFE_PP0P_  gen_pool[6].buffer_i[136]$_DFFE_PN_       49.10                         11
min reg2reg  gen_pool[7].buffer_i[225]$_SDFFCE_PN0N_  gen_pool[7].buffer_i[193]$_DFFE_PN_        0.35                          0
==> power breakdown <==
part           internal (mW)  switching (mW)  leakage [nW]
Sequential              1.76           0.276          19.2
Clock                  0.727           0.524          3.08
Combinational          0.760            1.01          13.3
Total                   3.25            1.81          35.5
==> cell families (layout without fill, tap and decap cells) <==
family | Yosys count | after routing | share of synthesized area
and+or+nand+nor | 1360 | 1360 | 0.0825
other | 0 | 5 | 0
muxes | 296 | 296 | 0.0379
AOI/OAI and AO/OA | 1530 | 1530 | 0.125
DFF | 1741 | 1741 | 0.644
xor gates and xnor gates | 477 | 477 | 0.0516
adders and majority gates | 257 | 257 | 0.0404
buffers and inverters | 397 | 850 | 0.0194
==> area by class of cell <==
cell class	count	share of cell area
Antenna cell	5	0.000132
Clock buffer	208	0.0502
Clock inverter	141	0.0170
Inverter	70	0.00280
Multi-Input combinational cell	3920	0.289
Sequential cell	1741	0.550
Tap cell	3552	0.0469
Timing Repair Buffer	431	0.0440
==> layer usage <==
layer  track usage  vias to the layer above
met1         0.255                    24200
li1              -                    23800
met3        0.0660                      305
met5             0                        -
met2         0.235                     1746
met4        0.0555                       12
Power is estimated from default activity; no workload was simulated.
