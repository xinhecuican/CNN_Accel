$ cat design/flow/run.sh
#!/bin/bash
# OpenROAD 26Q1-2900-gdf79404cd8, Yosys 0.63+post, stock flow scripts
make -C /OpenROAD-flow-scripts/flow DESIGN_CONFIG=/design/flow/config.mk WORK_HOME=/design/flow/orfs finish
$ cat design/flow/config.mk
export PLATFORM = sky130hd
export DESIGN_NAME = CNNBuffer
export DESIGN_NICKNAME = CNNBuffer
export VERILOG_FILES = /design/flow/design.v
export SDC_FILE = /design/flow/constraint.sdc
export NUM_CORES = 4
export LEC_CHECK = 1
export CORE_UTILIZATION = 40
$ cat design/flow/constraint.sdc
current_design CNNBuffer

set clk_period 21.5
set clk_io_pct 0.2

create_clock -name clk0 -period $clk_period [get_ports {clk}]

set non_clock_inputs [all_inputs -no_clocks]
set_input_delay [expr $clk_period * $clk_io_pct] -clock clk0 $non_clock_inputs
set_output_delay [expr $clk_period * $clk_io_pct] -clock clk0 [all_outputs]
$ cat design/flow/design.v
module CNNBuffer(
    input                               clk,
    input                               rst,
    input [$clog2(3)-1: 0]          kernel_width_i,
    input [$clog2(3)-1: 0]          kernel_height_i,
    input [$clog2(8)-1: 0]  buffer_depth_i,
    input [$clog2(32)-1: 0]  buffer_width_i,
    input [2-1: 0]          stride_i,
    input [$clog2(3)-1: 0]          padding_i,
    input [3: 0]                        padding_valid_i,
    input [1: 0]                        buf_size_i,
    input                               buf_refresh_i,
    input                               conf_addr_valid,
    input [31: 0]                       conf_addr,
    input                               conf_offset_valid,
    input [15: 0]                       conf_offset,
    input                               req,
    input                               req_final,  
    output                              lacc_data_valid,
    output [31: 0]                      lacc_data_addr,
    output [1: 0]                       lacc_data_size,
    input                               lacc_data_ready,
    input                               lacc_drsp_valid,
    input [31: 0]                       lacc_drsp_rdata,
    output [(3 * 3)-1: 0][31: 0]   window,
    output                              window_valid,
    output                              window_finish,
    input                               window_stall
);
    reg [$clog2(32): 0]      idx_x;
    reg [8-1: 0]            vec_y;
    reg                                 last;
    reg [$clog2(32): 0]      req_idx_x;
    reg [$clog2(8)-1: 0]    req_idx_y;
    reg [31: 0]                         buf_addr;
    reg [3-1: 0]             kernel_fill;
    reg [$clog2(32): 0]      kernel_idx_x;
    reg [$clog2(8): 0]      kernel_idx_y;
    reg                                 kernel_data_req_end;
    wire [$clog2(8)-1: 0]   idx_y;
    wire                                kernel_data_req;
    wire                                kernel_idx_x_max;
    wire                                kernel_padding_x_ov;
    wire [31: 0]         window_rdata [3-1: 0];
    wire [2: 0]                         data_cin;
    parameter FSM_WIDTH = 1;
    parameter BUFFER_SIZE = 32 * 8;
    parameter IDLE      = 'b0;
    parameter REQ       = 'b1;
    reg [FSM_WIDTH-1: 0] state_r;
    wire [FSM_WIDTH-1: 0] nxt_state;
    wire state_en;
    wire state_idle = state_r == IDLE;
    wire state_req  = state_r == REQ;
    wire idle_exit  = state_idle & req;
    wire req_exit   = state_req & req_final;
    assign state_en = idle_exit | req_exit;
    assign nxt_state = {FSM_WIDTH{idle_exit}} & REQ |
                       {FSM_WIDTH{req_exit}} & IDLE;    
    always @(posedge clk)begin
        if(rst)begin
            state_r <= IDLE;
        end else begin
            if(state_en) state_r <= nxt_state;
        end
    end
    reg                         cmd_valid_r;
    reg                         cmd_read_r;
    wire                        cmd_valid_last;
    wire                        cmd_hsk;
    wire                        req_idx_x_max;
    assign cmd_valid_last   = state_req & lacc_data_ready & 
                              (req_idx_x_max & (req_idx_y == buffer_depth_i));
    assign cmd_hsk          = lacc_data_ready & cmd_valid_r;
    always @(posedge clk)begin
        if(rst)begin
            cmd_valid_r <= 1'b0;
        end 
        else begin
            if(idle_exit & buf_refresh_i)begin
                cmd_valid_r <= 1'b1;
            end
            else if(cmd_valid_last) begin
                cmd_valid_r <= 1'b0;
            end
        end
    end
    assign lacc_data_valid   = cmd_valid_r;
    wire [$clog2(32): 0] remain_buf_col;
    wire [15: 0] buf_addr_cin;
    wire [1: 0] buf_data_size;
    wire [1: 0] buf_data_offset;
    wire [2: 0] lacc_data_size_cin;
    wire [2: 0] idx_x_cin;
    reg [$clog2(32): 0] buffer_width_n;
    wire idx_x_max = idx_x + idx_x_cin >= buffer_width_n;
    assign remain_buf_col = buffer_width_n - req_idx_x;
    assign req_idx_x_max = req_idx_x + lacc_data_size_cin >= buffer_width_n;
    wire [31: 0] nxt_buf_addr;
    wire [31: 0] nxt_req_addr;
    wire buf_addr_en = conf_addr_valid | cmd_hsk;
    wire remain_col_ge4 = (|remain_buf_col[$clog2(32): 2]);
    wire remain_col_le2 = ~remain_col_ge4 & ~remain_buf_col[1];
    assign lacc_data_size_cin = {lacc_data_size[1], lacc_data_size[0], ~(|lacc_data_size)};
    assign lacc_data_size = {{~buf_addr[1] & ~buf_addr[0] & remain_col_ge4},
                           {buf_addr[1] & ~buf_addr[0] & ~remain_col_le2}};
    assign buf_addr_cin = conf_offset_valid & req_idx_x_max ? conf_offset + lacc_data_size_cin : 
                            lacc_data_size_cin;
    assign nxt_req_addr = buf_addr + buf_addr_cin;
    assign nxt_buf_addr = {32{conf_addr_valid}} & conf_addr |
                          {32{cmd_hsk}} & nxt_req_addr;
    assign lacc_data_addr = buf_addr;
    wire data_size_valid, data_offset_valid;
    SplitReg #(2) split_data_size(clk, rst, cmd_hsk, lacc_data_size, data_size_valid, lacc_drsp_valid, buf_data_size);
    SplitReg #(2) split_data_offset(clk, rst, cmd_hsk, lacc_data_addr[1: 0], data_offset_valid, lacc_drsp_valid, buf_data_offset);
    assign idx_x_cin = {buf_data_size[1], buf_data_size[0], ~(|buf_data_size)};
    always @(posedge clk)begin
        buffer_width_n <= buffer_width_i + 1;
        if(buf_addr_en) buf_addr <= nxt_buf_addr;
        if(rst | req)begin
            idx_x <= 0;
            vec_y <= 1;
            last  <= ~buf_refresh_i;
            req_idx_x <= 0;
            req_idx_y <= 0;
        end
        else begin
            if(cmd_hsk)begin
                req_idx_x <= req_idx_x_max ? 0 : req_idx_x + buf_addr_cin;
                if(req_idx_x_max)begin
                    req_idx_y <= req_idx_y + 1;
                end
            end
            if(lacc_drsp_valid)begin
                idx_x <= idx_x_max ? 0 : idx_x + idx_x_cin;
                if(idx_x_max) begin
                    vec_y <= {vec_y[8-2: 0], vec_y[8-1]};
                    last <= vec_y[buffer_depth_i];
                end
            end
        end
    end
    wire [31: 0] rdata [8-1: 0];
    wire [4*2-1: 0] drsp_ridx;
    wire [32*4-1: 0] buf_wvecs;
    wire [32-1: 0] buf_wvec;
    wire [31: 0] drsp_rdata_sft;
    wire [31: 0] drsp_wdata_normal;
    wire [4: 0]  drsp_sfamt;
    assign buf_wvec = buf_wvecs[32-1: 0] |
                      {32{|buf_data_size}} & buf_wvecs[32 +: 32] |
                      {32{buf_data_size[1]}} & buf_wvecs[32*2 +: 32] |
                      {32{buf_data_size[1]}} & buf_wvecs[32*3 +: 32];
    assign drsp_sfamt = {buf_data_offset, 3'b0};
    assign drsp_rdata_sft = lacc_drsp_rdata >> drsp_sfamt;
    genvar i, j;
generate
    for(i=0; i<4; i=i+1)begin
        assign drsp_ridx[i*2 +: 2] = i - idx_x[1: 0];
        wire [1: 0] sel_idx = drsp_ridx[i*2 +: 2];
        assign drsp_wdata_normal[i*8 +: 8] = drsp_rdata_sft[sel_idx * 8 +: 8];
        wire [$clog2(32)-1: 0] widx;
        assign widx = idx_x + i;
        Decoder #(32) decoder_widx (widx, buf_wvecs[i*32 +: 32]);
    end
    for(i=0; i<8; i=i+1)begin : gen_buffer
        reg [31: 0] buffer_row [32/4-1: 0];
        assign rdata[i] = buffer_row[kernel_idx_x[$clog2(32)-1: 2]];
        for(j=0; j<32/4; j=j+1)begin
            wire [31: 0] buf_wmask = {{8{buf_wvec[j*4+3]}}, {8{buf_wvec[j*4+2]}}, {8{buf_wvec[j*4+1]}}, {8{buf_wvec[j*4]}}};
            always @(posedge clk)begin
                if(lacc_drsp_valid & vec_y[i] & (|buf_wvec[j*4 +: 4]))begin
                    buffer_row[j] <= drsp_wdata_normal & buf_wmask;
                end
            end
        end
    end
endgenerate
    reg [$clog2(8): 0] buffer_depth_n;
    Encoder #(8) encoder_idx_y (vec_y, idx_y);
    wire [2-1: 0] kernel_fill_shift_idx;
    wire [3-1: 0]        window_col;
    reg [$clog2(32): 0] buffer_width_max;
    reg kernel_next_line;
    reg [1: 0] data_offset;
    wire [2: 0] kernel_idx_x_cin;
    wire [$clog2(3)-1: 0] kernel_fill_all_idx;
    assign kernel_fill_all_idx = kernel_width_i - 1;
    wire kernel_fill_all = kernel_fill[kernel_fill_all_idx];
    assign kernel_fill_shift_idx    = {2{kernel_fill_all}} & stride_i;
    assign kernel_data_req = state_req & ~kernel_data_req_end & ~window_stall &
                            ((idx_y > kernel_idx_y) | last | (idx_y == kernel_idx_y) & (kernel_idx_x + data_cin <= idx_x));
    assign kernel_idx_x_max = kernel_idx_x  + kernel_idx_x_cin == buffer_width_max;
    assign kernel_padding_x_ov = kernel_idx_x > buffer_width_i;
    wire [$clog2(32): 0] padding_expand, padding_sub;
    assign padding_expand = padding_i;
    assign padding_sub = {$clog2(32)+1{padding_valid_i[0]}} & ((~padding_expand) + 1);
    assign data_cin         = {buf_size_i[1], buf_size_i[0], ~(|buf_size_i)};
    assign kernel_idx_x_cin = kernel_padding_x_ov ? 1 : data_cin;
    always @(posedge clk)begin
        buffer_depth_n <= buffer_depth_i + 1;
        buffer_width_max <= (buffer_width_n + ({$clog2(3){padding_valid_i[1]}} & padding_i));
        kernel_next_line <= kernel_data_req & kernel_idx_x_max;
        if(rst | req)begin
            kernel_fill <= 0;
            kernel_idx_x <= padding_sub;
            kernel_idx_y <= kernel_height_i - 1 - ({$clog2(3){padding_valid_i[2]}} & padding_i);
            kernel_data_req_end <= 1'b0;
            data_offset <= 0;
        end 
        else begin
            if(kernel_data_req)begin
                kernel_fill <= (((kernel_fill & {3{~kernel_next_line}}) >> kernel_fill_shift_idx) | window_col);
                data_offset <= kernel_idx_x[$clog2(32)] | kernel_idx_x_max ? 0 : data_offset + data_cin;
                kernel_idx_x <= kernel_idx_x_max ? padding_sub : kernel_idx_x + kernel_idx_x_cin;
                if(kernel_idx_x_max)begin
                    kernel_idx_y <= kernel_idx_y + stride_i;
                    if(kernel_idx_y >= buffer_depth_n - stride_i + ({$clog2(3){padding_valid_i[3]}} & padding_i))begin
                        kernel_data_req_end <= 1'b1;
                    end
                end
            end
        end
    end
    wire [3-1: 0] kernel_row_ov;
generate
    for(i=0; i<3; i=i+1)begin : gen_window_rdata
        wire [$clog2(8): 0] window_ridx;
        assign window_ridx = kernel_idx_y - kernel_height_i + 1 + i;
        wire [$clog2(8)-1: 0] window_ridx_valid;
        assign window_ridx_valid        = window_ridx[$clog2(8)-1: 0];
        assign kernel_row_ov[i]         = window_ridx > buffer_depth_i;
        assign window_rdata[i] = rdata[window_ridx_valid];
    end
endgenerate
    reg [31: 0]      window_r [(3 * 3)-1: 0];
    wire [(3 * 3)*32-1: 0] window_r_w;
    reg [$clog2(3)-1: 0] window_col_idx;
    Decoder #(3) decoder_window_col(window_col_idx, window_col);
    wire [3-1: 0] kernel_width_mask, kernel_height_mask;
    assign kernel_width_mask = (1 << kernel_width_i) - 1;
    assign kernel_height_mask = (1 << kernel_height_i) - 1;
generate
    for(i=0; i<3; i=i+1)begin : gen_window
        wire [31: 0] window_rdata_in, window_wdata_v;
        RDataGen data_gen(buf_size_i, data_offset, window_rdata[i], window_rdata_in);
        assign window_wdata_v = {32{~kernel_padding_x_ov & ~kernel_row_ov[i]}} & window_rdata_in;
        for(j=0; j<3; j=j+1)begin : gen_window_row
            wire window_fill_en = kernel_data_req & (kernel_fill_all | ~kernel_fill_all & window_col[j]) | req;
            wire [31: 0] window_wdata;
            wire [$clog2((3 * 3))-1: 0] shift_idx;
            assign window_r_w[(i*3+j)*32 +: 32] = window_r[i*3+j];
            assign shift_idx = i * 3 + j + stride_i;
            assign window_wdata = ~kernel_height_mask[i] | ~kernel_width_mask[j] | req ? 0 :
                                  kernel_fill_all & ~window_col[j] ? window_r[shift_idx] : 
                                                                    window_wdata_v;
            always @(posedge clk)begin
                if(window_fill_en) window_r[(i * 3 + j)] <= window_wdata;
            end
        end
    end
endgenerate
    wire [$clog2(3)-1: 0] kernel_fill_idx;
    wire [$clog2(3)-1: 0] nxt_window_col_idx, window_col_idx_n;
    reg kernel_data_req_n;
    assign kernel_fill_idx = kernel_width_i > 1 ? kernel_width_i - 2 : 0;
    assign window_col_idx_n = window_col_idx + 1;
    assign nxt_window_col_idx = kernel_idx_x_max ? 0 :
                              (window_col_idx == kernel_width_i - 1) ? window_col_idx_n - stride_i : window_col_idx_n;
    always @(posedge clk)begin
        if(~window_stall)begin
            kernel_data_req_n <= kernel_data_req;
        end
        if(rst)begin
            window_col_idx <= 0;
        end
        else begin 
            if(kernel_data_req)begin
                window_col_idx <= nxt_window_col_idx;
            end
        end
    end
    assign window           = window_r_w;
    assign window_valid     = kernel_data_req_n & kernel_fill_all;
    assign window_finish    = kernel_data_req_end;
endmodule
module Encoder #(
    parameter RADIX=16,
    parameter WIDTH=$clog2(RADIX)
)(
    input [RADIX-1: 0] in,
    output [WIDTH-1: 0] out
);
genvar i, j;
generate
    for(i=0; i<WIDTH; i=i+1)begin
        localparam STEP = 2 << i;
        localparam STEP_NUM = 1 << i;
        localparam FULL_STEP_NUM = RADIX / STEP;
        localparam REMAIN = RADIX % STEP;
        localparam REMAIN_NUM = REMAIN < STEP_NUM ? 0 : STEP_NUM - REMAIN;
        localparam ALL_NUM = FULL_STEP_NUM * STEP_NUM + REMAIN_NUM;
        wire [ALL_NUM-1: 0] out_t;
        for(j=0; j<FULL_STEP_NUM; j=j+1)begin
            assign out_t[j*STEP_NUM +: STEP_NUM] = in[j*STEP+STEP_NUM +: STEP_NUM];
        end
        for(j=0; j<REMAIN_NUM; j=j+1)begin
            assign out_t[ALL_NUM-1-j] = in[RADIX-1-j];
        end
        assign out[i] = |out_t;
    end
endgenerate
endmodule
module Decoder #(
    parameter RADIX=16,
    parameter WIDTH=$clog2(RADIX)
)(
    input [WIDTH-1: 0] in,
    output [RADIX-1: 0] out
);
genvar i;
generate
    for(i=0; i<RADIX; i=i+1)begin
        assign out[i] = in == i;
    end
endgenerate
endmodule
module RDataGen(
    input [1: 0] size,
    input [1: 0] offset,
    input [31: 0] data,
    output [31: 0] data_o
);
    wire [7: 0] byte_data;
    wire [15: 0] half;
    wire [31: 0] word;
    assign byte_data = data[offset*8 +: 8];
    assign half = {16{offset[1]}} & data[31: 16] |
                  {16{~offset[1]}} & data[15: 0];
    assign word = data;
    assign data_o = {32{size[1]}} & word |
                    {32{size[0]}} & {{16{half[15]}}, half} |
                    {32{~|size}} & {{24{byte_data[7]}}, byte_data};
endmodule
module SplitReg #(
    parameter DATA_SIZE=1
)(
    input                     clk,
    input                     rst,
    input                     req,
    input [DATA_SIZE-1: 0]     d_i,
    output                     valid,
    input                     ready,
    output [DATA_SIZE-1: 0] d_o
);
    reg [DATA_SIZE-1: 0] d;
    reg [DATA_SIZE-1: 0] nxt_d;
    reg d_valid;
    reg nxt_d_valid;
    wire nxt_en;
    wire nxt_data_en;
    wire en;
    wire data_en;
    assign en           = req & ~d_valid | ready & ~req & ~nxt_d_valid;
    assign data_en      = req & (~d_valid | ~nxt_d_valid & ready);
    assign nxt_data_en  = req & (~ready & d_valid | nxt_d_valid);
    assign nxt_en       = req & ~ready & d_valid | ready & ~req & nxt_d_valid;
    always @(posedge clk)begin
        if(rst)begin
            nxt_d_valid <= 0;
            d_valid     <= 0;
        end
        else begin
            if(en) d_valid          <= req;
            if(nxt_en) nxt_d_valid  <= req;
        end
        if(nxt_data_en) nxt_d       <= d_i;
        if(data_en)     d           <= d_i;
    end
    assign valid = d_valid | nxt_d_valid;
    assign d_o = nxt_d_valid ? nxt_d : d;
endmodule
==> metrics.yaml <==
drt_pass1_iterations: 13
route.detailed.drc: 0
dr.first_iter.drc_count: 9806
cts.sink_count: 2442
dieArea_um2: 294000
core_um2: 291000
hpwl_um: 416000
fp_util_pct: 40.2
area_growth_pct: 17.1
p_leak_uw: 0.0464
die_h_um: 542
cts_root_buffer: "clkbuf_16"
post_cts_buffers: 0
worstPathArrival_ps: 6600
ios: 437
die_x_um: 542
synthCells: 8938
ys_area_um2: 117000
cts-hold-fix-buffers: 0
warnings: 56
ff_type: "edfxtp_1"
synth_area_per_cell_um2: 13.1
synth_stat.cells: 8938
vias: 93561
fin_setup_tns_ps: 0
cts.path.max_buffers: 4
nFillCells: 25045
fmax_mhz: 91.8
required_ps: 17200
placed_area_um2: 129000
cp-end-kind: "primary output"
antenna_found_initial: 35
synth_cell_types: 104
ys_seq_share_pct: 62.3
grt_setup_unrepaired: "no"
relSlewSlack_pct: 20.3
drive_above_1_share_pct: 15.2
stdcell_area_um2: 137000
port_buffers: 436
cellPowerDensity_nw_per_um2: 102
htree_levels: 5
viasPerCell: 6.81
worst_hold_path_type: "reg -> reg"
ys_ff: 2442
crit_fanout: 12
p_total_uw: 14000
cts_made_buffers: 273
setup_viol: 0
grt_max_degree: 94
clock_skew_ps: 90.4
post-route-period-util_pct: 50.7
grt_overflow: 0
rows: 198
max_slew.worst_pin.slew_ps: 1200
post_cts_resized: 0
clk_pin_slew_worst_paths_ps: 50
outcome: "complete, no violations"
route.detailed.wl_per_inst_um: 44.2
edf_count: 2388
vdd_drop_max_uv: 54.8
yosys.area.top_type: "edfxtp_1"
layout_top_cells: "2388 x edfxtp_1, 735 x nor2_1, 646 x buf_4, 564 x a21oi_1, 498 x nand2_1"
drt-total-wl_um: 608000
hold_viol_final: 0
ant_nets: 0
grt_first_pass_wirelength_um: 815000
globalplace.congestion: 1.04
period_needed_ps: 10900
area_leaders: "edfxtp_1 61%, mux2i_1 2.6%, nor2_1 2.6%, a21oi_1 2.5%, mux4_2 2.4%"
whs_ps: 471
clkLatencyLatePin_ps: 950
async_flop_share_pct: 0
synth_area_um2: 117000
top_area_share_pct: 61.4
maxCapViolCount: 0
mostFrequentLayoutCell: "edfxtp_1"
cp-start-kind: "input pin"
ys.warnings.count: 20
worstSetupPathType: "in -> out"
finalMaxSlewViolations: 0
grt_util_all_layers_pct: 44.3
grt_pass1_vias: 94352
cts_tree: "yes"
final timing paths:
check / start / endpoint / slack, ps / cells after the start
setup / recovery: kernel_width_i[0] / window_valid / 10600 / 8
hold / removal: idx_x[5] / idx_x[5] / 470 / 2
setup reg to reg: req_idx_x[1] / buf_addr[23] / 12440 / 33
hold reg to reg: idx_x[5] / idx_x[5] / 470 / 2
sequential cells by signal, summed over array words and instances, names as in the netlist, 2 cells and up:
register	cells
gen_buffer.buffer_row	2048
window_r	288
buf_addr	32
vec_y	8
buffer_width_max	6
buffer_width_n	6
idx_x	6
kernel_idx_x	6
req_idx_x	6
buffer_depth_n	4
kernel_idx_y	4
kernel_fill	3
req_idx_y	3
data_offset	2
split_data_offset.d	2
split_data_offset.nxt_d	2
split_data_size.d	2
split_data_size.nxt_d	2
window_col_idx	2
final cells by class:
class	count	area, um^2	share of cell area, %
Sequential cell	2442	72800	53.2
Multi-Input combinational cell	5648	40900	29.9
Timing Repair Buffer	1088	9330	6.82
Clock buffer	331	7220	5.28
Tap cell	3900	4880	3.57
Clock inverter	139	1010	0.737
Inverter	162	623	0.455
Antenna cell	22	55.1	0.0402
logic make-up (layout without fill, tap and decap cells):
kind of cell	Yosys count	after routing	synth area share, %
buf+inv	848	1720	3.38
simple gates	2102	2102	8.37
mux	578	578	6.46
xor+xnor	92	92	0.690
compound gates	2727	2727	17.1
other cells	0	22	0
flops	2442	2442	62.3
fa+ha+maj	149	149	1.68
where the power goes:
part,switching [uW],internal [uW]
registers,103,5240
logic,3010,1180
clock network,1950,2500
stage by stage:
stage / util (%) / cells / setup WS [ps]
floorplan: - / 8938 / 11820
global placement: 44.2 / 13240 / 10400
detailed placement: 44.2 / 13240 / 10390
CTS: 47.0 / 13710 / 10570
global route: 47.0 / 13720 / 10490
finish: 47.1 / 13732 / 10600
per-layer routing:
metal / vias to the layer above / track usage [%] / wire, um
li1: 37218 / - / -
met1: 45246 / 47.9 / 184000
met2: 9017 / 57.7 / 246000
met3: 1916 / 36.3 / 122000
met4: 164 / 25.9 / 47200
met5: - / 20.4 / 8000
cell usage after synthesis (all sizes together), types with 144 or more instances:
| cell type | number |
|---|---|
| a22o | 232 |
| o21ai | 258 |
| nor2b | 163 |
| edfxtp | 2388 |
| mux2 | 151 |
| mux2i | 303 |
| a22oi | 225 |
| nand2 | 499 |
| a31oi | 156 |
| a21oi | 580 |
| buf | 278 |
| nor2 | 803 |
| a222oi | 144 |
| o22ai | 155 |
| inv | 158 |
| a221oi | 201 |
| clkbuf | 408 |
worst max-delay path, stage by stage:
cell             delay [ps]
clkdlybuf4s50_1         590
inv_1                   120
ha_1                    370
mux2i_1                 140
o21ai_0                 200
buf_4                   210
and2_1                  190
clkdlybuf4s50_1         470
Power and IR drop assume default switching activity.
